==> ./design.v <==
`timescale 1ns / 1ps
module adder_var_seq#(
    parameter DATA_WIDTH = 16
)(
    clk,
    rst_n,
    i_valid,         
    i_data,          
    o_valid,         
    o_data,          
    i_en             
);
    input                          clk;
    input                          rst_n;
    input  [2*DATA_WIDTH-1:0]      i_data;
    input  [1:0]                   i_valid;
    output [DATA_WIDTH:0]          o_data;
    output                         o_valid;
    input                          i_en;
    reg                            calcuate_en;
    reg    [DATA_WIDTH:0]          o_data_inner;
    reg                            o_valid_inner;
    wire   [DATA_WIDTH:0]          i_data_extend0;
    wire   [DATA_WIDTH:0]          i_data_extend1;
    assign i_data_extend0 = {{1{i_data[DATA_WIDTH - 1]}}, i_data[0+:DATA_WIDTH]};
    assign i_data_extend1 = {{1{i_data[2*DATA_WIDTH - 1]}}, i_data[DATA_WIDTH+:DATA_WIDTH]};
    always@(*)
    begin
        calcuate_en <= i_valid[0] & i_valid[1] & i_en;
    end
    always@(posedge clk or negedge rst_n)
    begin
        if(!rst_n)
        begin
            o_data_inner <= {(DATA_WIDTH+1){1'b0}};
            o_valid_inner <= 1'b0;
        end
        else if(i_en)
        begin
            o_data_inner <= (calcuate_en)? (i_data_extend0 + i_data_extend1):{(DATA_WIDTH+1){1'b0}};
            o_valid_inner <= (calcuate_en)? 1'b1:1'b0;
        end
        else
        begin
            o_valid_inner <= 1'b0;
            o_data_inner <= {(DATA_WIDTH+1){1'b0}};
        end
    end
    assign o_data = o_data_inner;
    assign o_valid = o_valid_inner;
endmodule
==> ./run.sh <==
#!/bin/bash
# OpenROAD 26Q1-2900-gdf79404cd8, Yosys 0.63+post, stock flow scripts
make -C /OpenROAD-flow-scripts/flow DESIGN_CONFIG=/design/flow/config.mk WORK_HOME=/design/flow/orfs finish
==> ./config.mk <==
export PLATFORM = sky130hd
export DESIGN_NAME = adder_var_seq
export DESIGN_NICKNAME = adder_var_seq
export VERILOG_FILES = /design/flow/design.v
export SDC_FILE = /design/flow/constraint.sdc
export NUM_CORES = 4
export LEC_CHECK = 1
export CORE_AREA = 10 10 84 84
export DIE_AREA = 0 0 94 94
==> ./constraint.sdc <==
current_design adder_var_seq

set clk_period 1.0
set clk_io_pct 0.2

create_clock -name clk0 -period $clk_period [get_ports {clk}]

set non_clock_inputs [all_inputs -no_clocks]
set_input_delay [expr $clk_period * $clk_io_pct] -clock clk0 $non_clock_inputs
set_output_delay [expr $clk_period * $clk_io_pct] -clock clk0 [all_outputs]
==> results_slide.txt <==
Run Summary

Run status
  – Status: finished, violations left
  – Failing checks: setup timing

Synthesis
  – Synth async-reset ratio: 100%
  – Ys flops: 18
  – Ys flop type: dfrtp_1
  – Count of library flops with an enable pin: 0
  – Cell total in the yosys stat output: 155
  – Cell count after synthesis: 155
  – YS warnings: 1
  – Netlist cell types: 42
  – Register area share after synthesis: 31.7%
  – Chip Area, Yosys: 1420 µm²
  – Avg Synthesized Cell Area: 9.15 µm²
  – Area of the mapped netlist: 1420 µm²

Power and ir drop
  – Static Leak: 0.00122 µW
  – Power Density: 942 nW/µm²
  – Maximum vdd drop: 0.000425 V

Global routing
  – Vias in the first global route: 1546
  – Total track usage: 9.72%
  – Initial antenna violation count: 0
  – First-pass GRT wire length: 7.20 mm
  – Largest net degree at the start of global routing: 19
  – GRT Residual Overflow: 0

Job
  – Max cap viols: 0
  – OpenROAD warnings: 28

Timing
  – Setup Viol. Count Final: 14
  – Final Hold Fails: 0
  – RSZ-0062 raised after global routing: yes
  – Worst Slack Setup Final: -0.655 ns
  – Max Slew Vio Count: 0
  – Fmax: 604 MHz
  – Worst Tran Pin Value: 0.336 ns
  – Slew HR: 77.6%
  – Fin crit share: 166%
  – Setup TNS: -6.41 ns
  – Min cycle time layout: 1.66 ns

Floorplan
  – Core Box Area: 5200 µm²
  – Die area: 8840 µm²
  – Num rows: 26
  – I/O pin count: 55
  – DIE WIDTH: 94 µm
  – Pre-Place Util: 27.3%
  – Die y size: 94 µm

Route
  – Final ANT Viol Nets: 0
  – DR WL/cell: 13.3 µm
  – First-pass DRT Iterations: 4
  – # diodes: 0
  – Detailed Route WL: 4.25 mm
  – Vias/cell: 4.59
  – Total number of vias: 1465
  – Initial DRC Count: 63
  – DR DRC count: 0

Critical path
  – Critical Path End Type: register
  – Setup CP Type: in2reg
  – Crit path DAT: 1.82 ns
  – Critical Path RT: 1.16 ns
  – Critical Path Fanout Max: 3
  – Crit path launch type: primary input

Clock tree
  – CTS Buffer Depth: 2
  – Clock Tree Root: clkbuf_8
  – CTS tree: done
  – Worst-path clk slew: 0.06 ns
  – CTS Sinks: 18
  – H-tree depth: 1
  – Num CTS Buffers: 3

Place
  – Routability-driven placement congestion ratio: 0.890
  – I/O Buffers: 54
  – Dpl cells: 308
  – Dpl hpwl: 3.45 mm

Layout
  – Post-Route Utilization: 51.9%
  – Layout fillers: 477
  – Share of layout cells above drive strength 1: 53.0%
  – P&R area growth vs syn: 90.4%
  – Finished Layout Cells: 319

Hold path
  – Hold Path Class: in2reg
-- cells by family after synthesis --
kind of cell               synth area share [%]
xor gates and xnor gates                   3.70
muxes                                     0.705
buffers and inverters                      4.58
and+or+nand+nor                            16.7
DFF                                        31.7
adders and majority gates                  15.5
AOI/OAI and AO/OA                          27.1
-- cell type report --
class | count | area [µm²] | share of cell area [%]
sequential | 18 | 450 | 16.7
inverter | 6 | 22.5 | 0.834
clock buffer | 4 | 55.1 | 2.04
tap | 70 | 87.6 | 3.24
timing repair buffer | 96 | 781 | 28.9
multi-input combinational | 125 | 1310 | 48.3
-- worst paths after layout --
path                             from               end  slack, ns  cells past startpoint
max in group asynchronous       rst_n  o_data_inner[15]       0.59                      2
hold / removal              i_data[0]   o_data_inner[0]       0.27                      3
setup / recovery           i_data[16]  o_data_inner[14]      -0.66                     10
min in group asynchronous       rst_n   o_data_inner[1]       0.29                      2
-- placed cells by master, fill, tap and decap left out, types with 2 or more instances in the layout --
master and count:
a211oi_2 3, a21o_1 4, a21o_4 3, a21oi_1 9, a21oi_2 5, a21oi_4 2, and2_1 2, buf_2 9
buf_4 33, buf_6 12, clkbuf_2 14, clkbuf_8 4, clkdlybuf4s15_1 7, clkdlybuf4s15_2 2, clkdlybuf4s50_1 10, dfrtp_1 18
dlygate4sd2_1 8, ha_1 2, ha_4 14, inv_1 2, inv_2 4, nand2_1 9, nand3_1 3, nand4_1 3
nor2_1 10, nor3_1 3, nor3_2 5, nor3b_2 2, o211ai_1 2, o21a_1 3, o21ai_0 6, o21ai_1 3
o41ai_4 2, xnor2_2 2, xor2_1 3
-- critical path, stage by stage --
cell      delay [ns]
buf_6           0.10
ha_4            0.15
inv_2           0.05
fa_2            0.19
and2b_2         0.23
o2111a_1        0.26
buf_4           0.14
o211ai_1        0.22
a21oi_1         0.12
nor3b_2         0.17
-- power breakdown --
group          switching (µW)  total [µW]  internal [µW]
Clock                     211         560            349
Combinational             549        1220            669
Sequential               7.69         766            759
Total                     768        2540           1780
-- repair_timing --
action	4_1_cts	5_1_grt
pin swaps	45	8
gates cloned	0	0
buffers inserted	7	0
setup endpoints to repair	35	29
hold buffers	0	0
gates resized	158	21
-- flip-flops by register name, indices dropped and copies added (netlist names) --
signal and cells:
o_valid_inner 1, o_data_inner 17
-- Yosys cell counts, types with 2 or more instances --
cell | count | area (µm²)
nand3_1 | 4 | 20.0
dfrtp_1 | 18 | 450
xor2_1 | 3 | 26.3
nand2_1 | 11 | 41.3
o21ai_0 | 9 | 45.0
o21a_1 | 3 | 22.5
a21oi_1 | 16 | 80.1
a21o_1 | 6 | 45.0
inv_1 | 6 | 22.5
nand4_1 | 3 | 18.8
a211oi_1 | 3 | 22.5
o41ai_2 | 2 | 32.5
o21ai_1 | 2 | 10.0
and2_1 | 3 | 18.8
o211ai_1 | 2 | 15.0
ha_1 | 16 | 200
nor2_1 | 10 | 37.5
nor3b_1 | 3 | 22.5
buf_4 | 3 | 22.5
nor3_1 | 8 | 40.0
xnor2_1 | 3 | 26.3
-- through the flow --
step / hold WS (ns) / cell area, µm² / setup WS [ns] / power (µW)
4_1_cts: 0.265 / 2730 / -0.639 / 2540
5_1_grt: 0.279 / 2700 / -0.744 / 2710
3_5_place_dp: 0.549 / 2370 / -1.35 / 1770
3_3_place_gp: 0.551 / 2370 / -1.31 / 1760
6_report: 0.271 / 2700 / -0.655 / 2540
2_1_floorplan: -0.0956 / 1520 / -0.723 / 1290
-- routing by layer --
| metal | track usage, % | part of all wire [%] | up-vias |
|---|---|---|---|
| li1 | - | - | 766 |
| met1 | 14.0 | 51 | 663 |
| met2 | 15.4 | 44 | 34 |
| met3 | 1.62 | 4.5 | 2 |
| met4 | 0.886 | 0.35 | 0 |
| met5 | 0 | 0 | - |
No activity file was given, so power comes from the tool's default toggle rates.
